==> flow/design.v <==
`default_nettype none
`timescale 1ns / 1ps
module cdc_pulse #(
   parameter pSYNC_STAGES = 2
)(
   input  wire         reset_i,
   input  wire         src_clk,
   input  wire         src_pulse,
   input  wire         dst_clk,
   output reg          dst_pulse
);
   (* ASYNC_REG = "TRUE" *) reg  [pSYNC_STAGES-1:0] req_pipe = 0;
   (* ASYNC_REG = "TRUE" *) reg  [pSYNC_STAGES-1:0] ack_pipe = 0;
   reg  src_req = 0;
   reg  dst_req = 0;
   reg  dst_req_r;
   reg  src_ack;
   wire busy;
   always @(posedge src_clk) begin
      if (reset_i) begin
         src_ack <= 0;
         ack_pipe <= 0;
         src_req <= 0;
      end
      else begin
         {src_ack, ack_pipe} <= {ack_pipe, dst_req};
         if (~busy & src_pulse)
            src_req <= 1'b1;
         else if (src_ack)
            src_req <= 1'b0;
         end
   end
   assign busy = src_req | src_ack;
   always @(posedge dst_clk) begin
      if (reset_i) begin
         dst_req_r <= 0;
         dst_req <= 0;
         req_pipe <= 0;
         dst_pulse <= 0;
      end
      else begin
         {dst_req_r, dst_req, req_pipe} <= {dst_req, req_pipe, src_req};
         dst_pulse <= ~dst_req_r & dst_req;
      end
   end
endmodule
`default_nettype wire
==> flow/run.sh <==
#!/bin/bash
# OpenROAD 26Q1-2900-gdf79404cd8, Yosys 0.63+post, stock flow scripts
make -C /OpenROAD-flow-scripts/flow DESIGN_CONFIG=/design/flow/config.mk WORK_HOME=/design/flow/orfs finish
==> flow/config.mk <==
export PLATFORM = sky130hd
export DESIGN_NAME = cdc_pulse
export DESIGN_NICKNAME = cdc_pulse
export VERILOG_FILES = /design/flow/design.v
export SDC_FILE = /design/flow/constraint.sdc
export NUM_CORES = 4
export LEC_CHECK = 1
export CORE_AREA = 10 10 70 70
export DIE_AREA = 0 0 80 80
==> flow/constraint.sdc <==
current_design cdc_pulse

set clk_period 1.3
set clk_io_pct 0.2

create_clock -name clk0 -period $clk_period [get_ports {dst_clk}]
create_clock -name clk1 -period $clk_period [get_ports {src_clk}]

set non_clock_inputs [all_inputs -no_clocks]
set_input_delay [expr $clk_period * $clk_io_pct] -clock clk0 $non_clock_inputs
set_output_delay [expr $clk_period * $clk_io_pct] -clock clk0 [all_outputs]
==> results.txt <==
Numbers from the implementation run.

In this run the maximum-capacitance check reported violations numbering 0. The max-slew violation total from the final report is 0. STA classifies the critical path startpoint as an input pin.

The beginning of the critical path is reset_i. Of all cell types, the one taking the most synthesized area is sky130_fd_sc_hd__dfxtp_1. The post-route netlist has between 40% and 50% of its cells at a drive strength greater than 1. Total power normalized to cell area comes to roughly 1600 nW/um^2. Among the non-sequential cells, simple AND/OR/NAND/NOR gates take the most area.

The first global-routing pass estimated approximately 700 um of wire. The global routing stage identified its most utilized layer as met3. For reference, the critical path cell chain is clkdlybuf4s50_1 -> and2b_2.

The placement row count is 21. The script logs the ratio of routed vias to standard cells as around 1.9. In this run the static leakage power is roughly 0.17 nW. The most common cell after layout, fill and taps aside is sky130_fd_sc_hd__dfxtp_1. For this block, the initial DRC count from the detailed router was 8.

The last weighted congestion value of the routability-driven placer is around 0.57. The final routed DRC violation total is 0. Looking at the post-CTS report, the setup buffer insertion count equals 0. Nets still carrying antenna violations after routing amount to 0. The via count of the first global-routing pass is about 170. The cell family contributing the most delay on the critical path is buffers and inverters. The clock tree skew after final layout is just over 6 ps. The slew at the pin with the worst max-slew slack is 209 ps. The total of endpoints with negative setup slack in the final report is 0.

The xor and xnor area share after synthesis is 0%. Logic depth along the worst register-to-register path is recorded as 2. The worst register-to-register path has a setup slack of a little over 600 ps. The maximum single-stage delay on the critical path is 580 ps.

TritonCTS built the clock tree. The worst setup path is captured at a register. The gate-level netlist out of Yosys references 6 unique cell types. The number of antenna violations at the first check in global routing is 0.

A synthesized cell averages 14.2 um^2. According to the report, the first pass of detailed routing completed in 2 iterations. The clock sink total is 9. The OpenROAD report gives the critical path a data arrival time of 1080 ps.

The total buffers and inverters traversed by the critical path is 1. The sequential area share after synthesis is 70.6%. After synthesis, the design contains 18 cells according to Yosys.

The post-synthesis instance area is roughly 260 um^2. Setup repair after global routing left no endpoint under its margin. Counting every instance in the synthesized netlist gives 18. Per the detailed-route log, wirelength across all metal layers totals 414 um. The met3 track demand over resource is 2.73%.

Per the detail_route report, inserted antenna diodes total 0. The post-synthesis mux area share is 0%. The hold violation total from the final report is 0. STA lists the startpoint of the worst hold path as src_ack.

In this run the critical register-to-register path is captured at dst_pulse. The OpenROAD report gives the critical path a required time of 1420 ps. After synthesis, the largest area contributor takes up 70.6% of total cell area.

Setup total negative slack on the finished layout was measured at 0 ps. The worst vdd rail ir drop is just over 0.7 mV. Across all stage logs, warnings added up to 26.

The final global-route overflow total is 0. Routing resource usage on met1 recorded by global route was under 10%. For reference, the top cells by area after synthesis are sky130_fd_sc_hd__dfxtp_1 (71%), sky130_fd_sc_hd__and2b_2 (17%), sky130_fd_sc_hd__nor2b_4 (5.4%). Per the timing report, the most critical flop-to-flop path originates at dst_req.

Entering global routing, the biggest net connects 8 pins. Relative to the synthesized area, the layout overhead comes to 54.4%. The adder-cell area share of the yosys netlist is 0%. The number of vias in the routed layout is approximately 140. The capture endpoint of the worst hold path is src_req. The number of cells on the worst hold path is listed as 1. The area of the die is approximately 6400 um^2.

The category of the most critical setup path is in2reg. The routed design shows a wire length per standard cell of between 5 and 6 um. Per the placement log, port buffering inserted 3 buffers. Per the cell usage report, the commonest logic cells after layout are sky130_fd_sc_hd__dfxtp_1 (9), sky130_fd_sc_hd__clkbuf_4 (6), sky130_fd_sc_hd__and2b_2 (5).

In the global route stage, met2 resource usage came out at around 1.3%. The die extent in x is approximately 80 um. In this run, the synthesized area fraction spent on and/or/nand/nor cells is recorded as between 20% and 30%. Across all checked pins, the minimum headroom to the slew limit is between 80% and 90%. The area of the core region is around 3400 um^2. The worst hold slack is between 300 and 400 ps. The floorplan-stage core utilization is 7.47%. The class of the most critical hold timing path is reg2reg. The number of hold buffers added after CTS was 0. The warning tally printed by Yosys for this design is 1.

STA lists the maximum fanout along the critical path as 7. The overall fraction of global-route tracks in use is between 1.5 and 2%. The clock-pin slew on the worst setup and hold paths is around 40 ps.

For this design, the slowest cell found on the critical path is sky130_fd_sc_hd__clkdlybuf4s50_1. The total of flip-flops plus latches after synthesis is 9. The run finished with clean final reports.

The height of the die is ~80 um. For reference, compound AND-OR and OR-AND cells occupy 0% of the area reported after synthesis. The area figure in the yosys stat output is ~260 um^2.

5 I/O pins were placed.
metrics by stage:
step,util [%],cell area [um^2],instances,power (W),worst slack (ps)
final,11.5,394,74,0.000636,333
after global routing,11.5,394,74,0.000670,311
after CTS,11.5,392,74,0.000654,21.0
after detailed placement,10.0,343,67,0.000309,101
after global placement,10.0,343,67,0.000308,139
after floorplan,-,255,18,0.000298,664
final cells by class:
| type | instances | area [um^2] |
|---|---|---|
| Tap cell | 46 | 57.6 |
| Clock buffer | 7 | 48.8 |
| Timing Repair Buffer | 3 | 32.5 |
| Sequential cell | 9 | 180 |
| Multi-Input combinational cell | 9 | 75.1 |
| Fill cell | 394 | 3020 |
report_power, final:
part | total (W) | switching, W | internal (W)
Clock | 0.000332 | 0.000113 | 0.000219
Sequential | 0.000287 | 0.00000210 | 0.000285
Combinational | 0.0000172 | 0.00000539 | 0.0000118
what timing repair did:
item	4_1_cts	5_1_grt
resized	0	1
endpoints found under the setup margin	0	1
hold endpoints to repair	0	0
metal layers:
layer	vias up	wire length, um	share of wire, %
met4	0	0	0
met5	-	0	0
li1	77	-	-
met1	56	207	50
met2	9	116	28
met3	0	89	21
flip-flops by register name (all words and copies together), names as in the netlist:
name	count
dst_pulse	1
src_ack	1
ack_pipe	2
src_req	1
req_pipe	2
dst_req	1
dst_req_r	1
synth_stat cells:
cell	number
sky130_fd_sc_hd__nor3_1	1
sky130_fd_sc_hd__and2b_2	5
sky130_fd_sc_hd__nor2_1	1
sky130_fd_sc_hd__nor2b_2	1
sky130_fd_sc_hd__nor2b_4	1
sky130_fd_sc_hd__dfxtp_1	9
worst max-delay path by stage:
stage / endpoint / slack (ps) / depth (start not counted)
4_1_cts: dst_pulse / 20 / 1
5_1_grt: dst_pulse / 310 / 3
6_report: ack_pipe[1] / 330 / 2
cell families after synthesis:
group	after synthesis
and+or+nand+nor	9
DFF	9
Power figures rest on the tool's default switching activity, not on a simulated workload.

<file path="flow/config.mk">
export PLATFORM = sky130hd
export DESIGN_NAME = cw310_usb_reg_fe
export DESIGN_NICKNAME = cw310_usb_reg_fe
export VERILOG_FILES = /design/flow/design.v
export SDC_FILE = /design/flow/constraint.sdc
export NUM_CORES = 4
export LEC_CHECK = 1
export CORE_AREA = 10 10 78 78
export DIE_AREA = 0 0 88 88
</file>
<file path="flow/constraint.sdc">
current_design cw310_usb_reg_fe

set clk_period 1.2
set clk_io_pct 0.2

create_clock -name clk0 -period $clk_period [get_ports {usb_clk}]

set non_clock_inputs [all_inputs -no_clocks]
set_input_delay [expr $clk_period * $clk_io_pct] -clock clk0 $non_clock_inputs
set_output_delay [expr $clk_period * $clk_io_pct] -clock clk0 [all_outputs]
</file>
<file path="flow/design.v">
`default_nettype none
`timescale 1ns / 1ps
module cw310_usb_reg_fe #(
   parameter pADDR_WIDTH = 21,
   parameter pBYTECNT_SIZE = 7,
   parameter pREG_RDDLY_LEN = 3
)(
   input  wire                          usb_clk,
   input  wire                          rst,
   input  wire [7:0]                    usb_din,
   output wire [7:0]                    usb_dout,
   output wire                          usb_isout,
   input  wire [pADDR_WIDTH-1:0]        usb_addr,
   input  wire                          usb_rdn,
   input  wire                          usb_wrn,
   input  wire                          usb_alen,         
   input  wire                          usb_cen,
   output wire [pADDR_WIDTH-1:pBYTECNT_SIZE] reg_address,   
   output wire [pBYTECNT_SIZE-1:0]      reg_bytecnt,   
   output reg  [7:0]                    reg_datao,     
   input  wire [7:0]                    reg_datai,     
   output reg                           reg_read,      
   output wire                          reg_write,     
   output wire                          reg_addrvalid  
);
   reg  [pADDR_WIDTH-1:0] usb_addr_r;
   reg  usb_rdn_r;
   reg  usb_wrn_r;
   reg  usb_cen_r;
   reg  [pREG_RDDLY_LEN-1:0] isoutreg;
   always @(posedge usb_clk) begin
      usb_addr_r <= usb_addr;
      usb_rdn_r <= usb_rdn;
      usb_wrn_r <= usb_wrn;
      usb_cen_r <= usb_cen;
   end
   assign reg_addrvalid = 1'b1;
   assign reg_address = usb_addr_r[pADDR_WIDTH-1:pBYTECNT_SIZE];
   assign reg_bytecnt = usb_addr_r[pBYTECNT_SIZE-1:0];
   assign reg_write = ~usb_cen_r & ~usb_wrn_r;
   always @(posedge usb_clk) begin
      if (~usb_cen & ~usb_rdn)
         reg_read <= 1'b1;
      else if (usb_rdn)
         reg_read <= 1'b0;
   end
   always @(posedge usb_clk) begin
       if (rst) begin
           isoutreg <= 0;
       end
       else begin
           isoutreg[0] <= ~usb_rdn_r;
           isoutreg[pREG_RDDLY_LEN-1:1] <= isoutreg[pREG_RDDLY_LEN-2:0];
       end
   end
   assign usb_isout = (|isoutreg) | (~usb_rdn_r);
   assign usb_dout = reg_datai;
   always @(posedge usb_clk)
      reg_datao <= usb_din;
endmodule
`default_nettype wire
</file>
<file path="flow/run.sh">
#!/bin/bash
# OpenROAD 26Q1-2900-gdf79404cd8, Yosys 0.63+post, stock flow scripts
make -C /OpenROAD-flow-scripts/flow DESIGN_CONFIG=/design/flow/config.mk WORK_HOME=/design/flow/orfs finish
</file>
==> Slide: Implementation Results <==
Synthesis and Place & Route Summary

Synthesis
  • Ys cells: 53
  • Avg Inst Size Synth: about 16 um^2
  • Cell Area, Synth: between 800 and 900 um^2
  • Register share after synthesis: 0.867
  • Synth area leaders: dfxtp_1, buf_4, nor2b_1
  • Max-area cell share: 0.867
  • Area leader, netlist: dfxtp_1
  • Synthesis warning total: 1
  • Yosys synthesis chip area: between 800 and 900 um^2
  • Synthesized instance count: between 50 and 60
  • #FFs+latches synth: 36
  • Netlist cell types: 8

Global route
  • GRT Total Usage: 0.0554
  • Initial antenna violation count: 0
  • Vias in the first global route: ~610
  • Grt ovf: 0
  • Pin count of the biggest net entering global routing: 11
  • Global-route wire length before repair: between 3000 and 4000 um

Finish
  • Logic area: between 30 and 40 um^2
  • Area Overhead vs Synth: 84.5%
  • Post-Layout Cell Count: around 170
  • Sequential cell area: roughly 720 um^2
  • Layout cells sized above 1: 0.0776
  • Final Cell Area: around 1500 um^2
  • Final Util: 0.347
  • Top cells excl fill/tap: dfxtp_1, clkdlybuf4s50_1, dlygate4sd2_1, clkbuf_8
  • Top cell excl fill/tap: dfxtp_1
  • FILL cells: ~440

Timing
  • Final setup fails: 1
  • Final setup TNS: -0.255 ns
  • Post-route clock period utilization: 1.21
  • WHS: 0.405 ns
  • PnR worst setup slack: -0.255 ns
  • Max Clock Skew: between 0.0006 and 0.0007 ns
  • Tmin final: approximately 1.5 ns
  • Unrepaired setup endpoints after global routing: yes
  • Final Hold Fails: 0
  • Max Fclk: about 690 MHz
  • Pins Over Slew Limit: 0

Floorplanning
  • FP Core Util: 0.188
  • CORE AREA: 4410 um^2
  • # rows: 24
  • # IOs: ~84
  • DIE AREA: between 7000 and 8000 um^2
  • Chip width: 88 um
  • Die H: 88 um

Power
  • Clk pwr share: 0.375
  • Internal power: about 1900 uW
  • PwrDens: approximately 1500 nW/um^2
  • NetSw: 403 uW
  • Pleak: between 0.0006 and 0.0007 uW
  • Flop pwr share: 0.548
  • Sw frac: 0.174
  • Comb power frac: 0.077
  • Max VDD drop: between 700 and 800 uV

Setup path
  • Kind of critical path: reg2out
  • Crit path largest cell delay: around 0.52 ns
  • Critical Path AT: 1.21 ns
  • Critical Path RT: approximately 0.96 ns
  • Crit end category: primary output
  • Worst setup SP type: register
  • Critical-path top delay cell: or4b_1
  • CP Max Fanout: 1
  • CP cell instances: or4b_1, buf_2

Clock network
  • Hold-fix buffers, CTS: 0
  • Clock Pin Slew Worst Setup and Hold Paths: roughly 0.07 ns
  • CTS max path bufs: 2
  • Sink Count: 36
  • CTS root buffer: clkbuf_8
  • Clk Latency, worst-skew pair: 0.27 ns
  • Num CTS Buffers: 5
  • CTS tree: yes
  • H-Tree Depth: 2

Detailed routing
  • Avg Vias per Cell: around 3.3
  • Drt total wl: 2270 um
  • Via count: roughly 550
  • # diodes: 0
  • Residual DRC: 0
  • Antenna Nets Post-Route: 0
  • First-pass DRT Iterations: 2
  • Wire per inst: 13.5 um
  • Iter 0 DRT Violations: 1

Place
  • Placed insts: 161
  • Placement Cell Area: around 1500 um^2
  • Post-DP HPWL: about 2000 um
  • Placer congestion estimate: slightly below 0.7
  • Count of input and output buffers: approximately 65

Job
  • Log Warnings: 28
  • Max-Cap Viols: 0

Worst hold path
  • Hold WC Path Type: in2reg

Status
  • Failing checks: negative setup slack
  • Run status: complete, but fails checks
[final cells by class]
type	count	share of cell area
flip-flops and latches	36	0.471
repair buffers	65	0.396
clock buffers	7	0.0629
well taps	52	0.0424
multi-input cells	7	0.0253
inverters	1	0.00245
[power by group through the flow]
stage	clock network [uW]	registers, uW	logic (uW)
5_1_grt	967	1280	197
4_1_cts	911	1270	185
6_report	871	1270	178
[worst paths after layout]
path                                from                      to  slack, ns  depth (start not counted)
hold / removal              usb_addr[19]  usb_addr_r[19]$_DFF_P_       0.41                          1
setup reg to reg  isoutreg[0]$_SDFF_PP0_  isoutreg[1]$_SDFF_PP0_       0.67                          1
hold reg to reg        usb_rdn_r$_DFF_P_  isoutreg[0]$_SDFF_PP0_       0.42                          1
setup / recovery  isoutreg[2]$_SDFF_PP0_               usb_isout      -0.25                          2
[cells in the mapped netlist]
master   count
a21oi_1      1
buf_4        9
conb_1       1
dfxtp_1     36
inv_1        1
nor2_1       2
nor2b_1      2
or4b_1       1
[per-stage QoR]
| step | total power (uW) | setup WS, ns |
|---|---|---|
| 2_1_floorplan | 1310 | 0.220 |
| 3_3_place_gp | 1520 | -0.255 |
| 3_5_place_dp | 1530 | -0.287 |
| 4_1_cts | 2370 | -0.275 |
| 5_1_grt | 2440 | -0.303 |
| 6_report | 2320 | -0.255 |
[flip-flops by register name (all words and copies together), names as in the netlist]
name        flops
isoutreg        3
reg_datao       8
reg_read        1
usb_addr_r     21
usb_cen_r       1
usb_rdn_r       1
usb_wrn_r       1
[per-layer routing]
metal | vias up | track usage | part of all wire
met3 | 0 | 0.0543 | 0.21
met4 | 0 | 0.00435 | 0
met5 | - | 0 | 0
met2 | 46 | 0.0873 | 0.45
met1 | 231 | 0.0534 | 0.34
li1 | 276 | - | -
[kinds of logic (layout without fill, tap and decap cells)]
logic type	count (synthesis)	count (layout)	share of synthesized area
DFF	36	36	0.867
and+or+nand+nor	5	5	0.0361
other	1	1	0.00451
buffers and inverters	10	73	0.0858
AOI/OAI and AO/OA	1	1	0.00602
[what timing repair did]
action                     CTS  global route
resized                     35             0
setup endpoints to repair   32             1
buffers inserted             0             0
pin swaps                    1             0
[worst max-delay path: cells and delay by family (launching register included)]
kind / cells / cell delay (ns)
buffers and inverters: 1 / 0.14
and+or+nand+nor: 1 / 0.52
DFF: 1 / 0.29
Power is estimated from default activity; no workload was simulated.
